`flow/config.mk`:
```
export PLATFORM = sky130hd
export DESIGN_NAME = comparador_4_bits
export DESIGN_NICKNAME = comparador_4_bits
export VERILOG_FILES = /design/flow/design.v
export SDC_FILE = /design/flow/constraint.sdc
export NUM_CORES = 4
export LEC_CHECK = 1
export CORE_AREA = 10 10 70 70
export DIE_AREA = 0 0 80 80
```
`flow/run.sh`:
```
#!/bin/bash
# OpenROAD 26Q1-2900-gdf79404cd8, Yosys 0.63+post, stock flow scripts
make -C /OpenROAD-flow-scripts/flow DESIGN_CONFIG=/design/flow/config.mk WORK_HOME=/design/flow/orfs finish
```
`flow/design.v`:
```
module comparador_4_bits(SW,LEDR);
input [17:0]SW;
output [17:0]LEDR;
wire [3:0] A, B, resultIG,resultMA,resultME;
assign A = SW[17:14];
assign B = SW[3:0];
assign LEDR[5] = resultIG[0];
assign LEDR[0] = resultMA[3] | resultMA[2] | resultMA[1] | resultMA[0];
assign LEDR[10] = resultME[3] | resultME[2] | resultME[1] | resultME[0];
comparador_1_bit block3(1'b1,A[3],B[3],resultIG[3],resultMA[3],resultME[3]);
comparador_1_bit block2(resultIG[3],A[2],B[2],resultIG[2],resultMA[2],resultME[2]);
comparador_1_bit block1(resultIG[2],A[1],B[1],resultIG[1],resultMA[1],resultME[1]);
comparador_1_bit block0(resultIG[1],A[0],B[0],resultIG[0],resultMA[0],resultME[0]);
endmodule
module comparador_1_bit(enable,A,B,IG,MA,ME);
input enable,A,B;
output IG,MA,ME;
assign IG = enable & (A ^~ B);
assign MA = enable & (A & !B);
assign ME = enable & (!A & B);
endmodule
```
`flow/constraint.sdc`:
```
current_design comparador_4_bits

set clk_period 1.7
set clk_io_pct 0.2

create_clock -name clk0 -period $clk_period

set non_clock_inputs [all_inputs -no_clocks]
set_input_delay [expr $clk_period * $clk_io_pct] -clock clk0 $non_clock_inputs
set_output_delay [expr $clk_period * $clk_io_pct] -clock clk0 [all_outputs]
```
==> impl_metrics.env <==
# yosys + openroad results
export IMPL_maxCapViolations=0
export IMPL_crit_chain="dlygate4sd2_1 -> inv_1 -> ha_1 -> and4_2 -> dlygate4sd2_1"
export IMPL_tool_warnings=46
export IMPL_slew_violations=0
export IMPL_fmax_mhz=609
export IMPL_port_buffers=11
export IMPL_fin_setup_tns_ns=0
export IMPL_grt_pass1_wl_um=1120
export IMPL_regArea_um2=0
export IMPL_gr_total_overflow=0
export IMPL_first_global_vias=268
export IMPL_antenna_found_initial=0
export IMPL_arrival_ns=1.30
export IMPL_yosysUniqueCellTypes=8
export IMPL_largest_area_cell="buf_4"
export IMPL_routed_wl_um=707
export IMPL_post_cts_buffers=0
export IMPL_grt_max_degree=5
export IMPL_fin_crit_sh_pct=96.5
export IMPL_drc=0
export IMPL_seq_cells=0
export IMPL_outcome="finished clean"
export IMPL_dp_slack_ns=-0.541
export IMPL_cp_common_cell="dlygate4sd2_1"
export IMPL_place_congestion=0.713
export IMPL_via_per_inst=2.30
export IMPL_finalWorstSetupSlack_ns=0.0593
export IMPL_yosys_top_cells_area="buf_4 (40%), ha_1 (34%), inv_1 (10%), a21oi_1 (6.7%), and4_2 (3.4%)"
export IMPL_setup_viol=0
export IMPL_first_iter_violations=0
export IMPL_num_clock_buffers=0
export IMPL_yosys_area_um2=298
export IMPL_slowest_delay_ns=0.27
export IMPL_ant_nets=0
export IMPL_io_pins=36
export IMPL_syn_inst=41
export IMPL_syn_area_per_cell_um2=7.26
export IMPL_cp_max_fo=2
export IMPL_coreArea_um2=3420
export IMPL_post_dp_cell_area_um2=420
export IMPL_dr_total_vias=228
export IMPL_initCoreUtil_pct=8.72
export IMPL_ys_seq_share_pct=0
export IMPL_fin_area_um2=485
export IMPL_ir_drop_mv=0.0255
export IMPL_most_common_layout_cells="conb_1 (15), inv_1 (6), dlygate4sd2_1 (5)"
export IMPL_drive_gt1_share_pct=41.5
export IMPL_cp_required_ns=1.36
export IMPL_die_h_um=80
export IMPL_grt_usage_pct=2.03
export IMPL_yosysWarnings=15
export IMPL_std_cell_rows=21
export IMPL_dp_hpwl_um=630
export IMPL_path_class="in -> out"
export IMPL_slowest_stage="ha_1"
export IMPL_fin_crit_ns=1.64
export IMPL_hold_viol=0
export IMPL_yosys_cells=41
export IMPL_die_w_um=80
export IMPL_power_density_nw_per_um2=181
export IMPL_netlist_area_um2=298
export IMPL_rsz0062_at_grt="no"
export IMPL_n_antenna_cell=0
export IMPL_total_leakage_power_nw=0.240
export IMPL_worstSetupStartpointType="primary input"
export IMPL_area_growth_pct=63.0
export IMPL_drt_pass1_iterations=1
export IMPL_lay_top_count="conb_1"
export IMPL_synth_top_area_share_pct=40.3
export IMPL_hold_path_class="in -> out"
export IMPL_die_area_um2=6400
export IMPL_wl_per_cell_um=7.14
export IMPL_cp_end_kind="output pin"
[worst max-delay path, delay by kind of cell]
| kind | cells | cell delay, ns |
|---|---|---|
| buf+inv | 3 | 0.51 |
| fa+ha+maj | 1 | 0.27 |
| simple gates | 1 | 0.19 |
[cells in the mapped netlist]
cell type and n:
a21oi_1 4, buf_4 16, o21ai_1 2, conb_1 1, ha_1 8, and4_2 1, nand2_1 1, inv_1 8
[stage by stage]
step	hold WS, ns	instances	power [mW]	util, %
floorplan	0.857	55	0.0486	-
global placement	1.88	99	0.0697	12.3
detailed placement	1.88	99	0.0698	12.3
CTS	1.34	99	0.0696	13.0
global route	1.23	99	0.101	14.2
finish	1.18	99	0.0880	14.2
[cell type report]
class | instances | area [µm²]
well taps | 46 | 57.6
repair buffers | 14 | 113
multi-input cells | 31 | 285
fillers | 401 | 2930
inverters | 8 | 30.0
[per-layer routing]
layer  up-vias  GRT usage [%]  wire length (µm)
met1        91           2.70               300
met5         -              0                 0
met4         0              0                 0
met3         0          0.568                97
met2        16           3.37               309
li1        121              -                 -
[where the power goes]
| part | internal [mW] | switching (mW) | leakage, nW |
|---|---|---|---|
| registers | 0 | 0 | 0 |
| clock network | 0 | 0 | 0 |
| logic | 0.0495 | 0.0385 | 0.240 |
[worst paths after layout]
path              slack (ns)      end  cells past startpoint   start
setup / recovery        0.06  LEDR[5]                      5   SW[0]
hold / removal          1.18  LEDR[0]                      5  SW[17]
[logic make-up after synthesis]
| family | count (synthesis) | synth area share (%) |
|---|---|---|
| AND-OR/OR-AND | 6 | 10.1 |
| adder cells (fa/ha/maj) | 8 | 33.6 |
| other | 1 | 1.26 |
| AND/OR/NAND/NOR | 2 | 4.62 |
| buffers and inverters | 24 | 50.4 |
[what timing repair did]
action | CTS | global route
resized | 22 | 15
hold endpoints to repair | 0 | 0
pin swaps | 3 | 5
gates cloned | 0 | 0
setup endpoints to repair | 3 | 2
hold buffers | 0 | 0
Power and IR drop assume default switching activity.
